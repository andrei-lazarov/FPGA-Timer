==> flow/design.v <==
module seven_seg(
	input				clk,
	input	[15:0]	sec,
	output [3:0]	enable,
	output [6:0]	sev
   );
	reg [3:0] enable_reg;
	assign enable = enable_reg;
	reg [6:0] sev_reg;
	assign sev = sev_reg;
	reg [3:0] hex_digit;
	reg [1:0] select_digit_reg, select_digit_nxt;
	reg [31:0] cnt_reg, cnt_nxt;
	always @ (posedge clk) begin
		select_digit_reg <= select_digit_nxt;
		cnt_reg <= cnt_nxt;
	end
	always @ (*) begin
	 	if (select_digit_reg == 3 & cnt_reg == 199_999)
			select_digit_nxt = 0;
		else if (cnt_reg == 199_999) 
			select_digit_nxt = select_digit_reg + 1;
		else
			select_digit_nxt = select_digit_reg;
		cnt_nxt = cnt_reg + 1;
		if (cnt_reg == 199_999)
			cnt_nxt = 0;
		case (select_digit_reg)
			0 : begin
				enable_reg = 4'b1110;
				hex_digit = sec[3:0];
			end
			1 : begin
				enable_reg = 4'b1101;
				hex_digit = sec[7:4];
			end
			2 : begin
				enable_reg = 4'b1011;
				hex_digit = sec[11:8];
			end
			3 : begin
				enable_reg = 4'b0111;
				hex_digit = sec[15:12];
			end
		endcase
	end
   always @(*)
      case (hex_digit)
          4'b0001 : sev_reg = 7'b1111001;    
          4'b0010 : sev_reg = 7'b0100100;    
          4'b0011 : sev_reg = 7'b0110000;    
          4'b0100 : sev_reg = 7'b0011001;    
          4'b0101 : sev_reg = 7'b0010010;    
          4'b0110 : sev_reg = 7'b0000010;    
          4'b0111 : sev_reg = 7'b1111000;    
          4'b1000 : sev_reg = 7'b0000000;    
          4'b1001 : sev_reg = 7'b0010000;    
          4'b1010 : sev_reg = 7'b0001000;    
          4'b1011 : sev_reg = 7'b0000011;    
          4'b1100 : sev_reg = 7'b1000110;    
          4'b1101 : sev_reg = 7'b0100001;    
          4'b1110 : sev_reg = 7'b0000110;    
          4'b1111 : sev_reg = 7'b0001110;    
          default : sev_reg = 7'b1000000;    
      endcase
endmodule
`timescale 1ns / 1ps
module timer(
    input clk,
	 input   [2:0] ctrl,
	 output [15:0] sec
    );
	reg  [2:0] state_reg, state_nxt;
	reg [31:0] cnt_reg, cnt_nxt;
	reg [15:0] sec_reg, sec_nxt;
	assign sec = sec_reg;
	always @ (posedge clk) begin
		cnt_reg <= cnt_nxt;
		sec_reg <= sec_nxt;
		state_reg <= state_nxt;
	end
	always @ (*) begin
		cnt_nxt = cnt_reg;
		sec_nxt = sec_reg;
		state_nxt = state_reg;
		case (state_reg)
			3'b000: begin
				if (ctrl[0]==1)
					state_nxt = 3'b001;
				else if (ctrl[1]==1)
					state_nxt = 3'b010;
				else if (ctrl[2]==1)
					state_nxt = 3'b100;
			end
			3'b001: begin
				cnt_nxt = cnt_reg + 1;
				if (cnt_reg == 49_999_999) begin
					  sec_nxt = sec_reg + 1;
					  cnt_nxt = 0;
				end				
				if (ctrl[0]==1)
					state_nxt = 3'b001;
				else if (ctrl[1]==1)
					state_nxt = 3'b010;
				else if (ctrl[2]==1)
					state_nxt = 3'b100;
			end
			3'b010: begin
				cnt_nxt = 0;
				sec_nxt = 0;
				if (ctrl[0]==1)
					state_nxt = 3'b001;
				else if (ctrl[1]==1)
					state_nxt = 3'b010;
				else if (ctrl[2]==1)
					state_nxt = 3'b100;
			end
			3'b100: begin
				cnt_nxt = cnt_reg;
				if (ctrl[0]==1)
					state_nxt = 3'b001;
				else if (ctrl[1]==1)
					state_nxt = 3'b010;
				else if (ctrl[2]==1)
					state_nxt = 3'b100;
			end
		endcase
	end
endmodule
`timescale 1ns / 1ps
module top_module(
	input clk,
	input [2:0] ctrl,
	output [15:0] sec,
	output [3:0] enable,
	output [6:0] sev
	);
	timer t (
	.clk (clk),
	.ctrl (ctrl),
	.sec (sec)
	);
	seven_seg ss (
	.clk (clk),
	.sec (sec),
	.sev (sev),
	.enable (enable)
	);
endmodule
==> flow/run.sh <==
#!/bin/bash
# OpenROAD 26Q1-2900-gdf79404cd8, Yosys 0.63+post, stock flow scripts
make -C /OpenROAD-flow-scripts/flow DESIGN_CONFIG=/design/flow/config.mk WORK_HOME=/design/flow/orfs finish
==> flow/config.mk <==
export PLATFORM = sky130hd
export DESIGN_NAME = top_module
export DESIGN_NICKNAME = top_module
export VERILOG_FILES = /design/flow/design.v
export SDC_FILE = /design/flow/constraint.sdc
export NUM_CORES = 4
export LEC_CHECK = 1
export CORE_UTILIZATION = 40
==> flow/constraint.sdc <==
current_design top_module

set clk_period 5.2
set clk_io_pct 0.2

create_clock -name clk0 -period $clk_period [get_ports {clk}]

set non_clock_inputs [all_inputs -no_clocks]
set_input_delay [expr $clk_period * $clk_io_pct] -clock clk0 $non_clock_inputs
set_output_delay [expr $clk_period * $clk_io_pct] -clock clk0 [all_outputs]
==> flow_summary.ini <==
; implementation run metrics
[sta]
setup_viol = 0
final_hold_viol_count = 0
tns_ns = 0
slew_headroom_pct = 43.9
period_used_pct = 78.7
finalClockSkew_ns = 0.0108
max_freq_ghz = 0.244
period_needed_ns = 4.09
rsz0062_at_grt = false
slew_violations = 0
tightest_slew_ns = 0.841

[route]
totalWireLength_um = 9560
drt_iter0_drc = 190
postRouteAntennaNets = 0
first_pass_iters = 5
routedWlPerCell_um = 14.4
antenna_cells = 0
drc_errors = 0
vias = 3704
vias_per_cell = 5.59

[clock_network]
cts_resized = 0
path_clk_slew_ns = 0.07
cts.path.max_buffers = 2
numClockSinks = 84
cts_buffers = 9
hold_buffers = 0
postCtsSetupRepairBufs = 0
root_buffer = clkbuf_16
clk_latency_ns = 0.34
cts_tree = built
cts_htree_levels = 3

[floorplanning]
io_pins = 31
die_h_um = 110
core_area_sq_um = 11400
chip_area_sq_um = 12100
fp_util_pct = 41.0
rows = 39
die_w_um = 110

[flow_run]
warning_count = 33
drv_cap = 0

[logic_synthesis]
yosysUniqueCellTypes = 48
synth-seq-area-share_pct = 46.4
ys_warn_count = 2
edf_count = 48
ys_area_sq_um = 4660
ys_ff = 84
postSynthAreaPerCell_sq_um = 9.67
async_flop_share_pct = 0
synthesis.area_sq_um = 4660
ff_type = edfxtp_1
yosys_cells = 482
netlist_instances = 482

[finish]
final_cell_mix = 48 x edfxtp_1, 40 x nor2_1, 38 x xnor2_1
area_growth_pct = 17.6
n_fill_cell = 1053
layout-drive-gt1-share_pct = 6.73
layout.cells.most_common = edfxtp_1

[min_path]
holdPathEnd = ss.cnt_reg[31]
worstHoldStart = ss.cnt_reg[31]
whs_path_depth = 1
hold_path.class = register to register

[setup_path]
path_max_fanout = 5
crit_type = register to output port
crit_path_start_kind = register
rrSetupSlack_ns = 2.84
end_kind = output port
reg2reg_from = t.cnt_reg[2]
required_ns = 4.16
cp.arrival_ns = 3.05
worst-r2r-cell-count = 5
rr_endpoint = t.sec_reg[1]

[grt]
antenna_found_initial = 0
overflow = 0
first_global_vias = 3307
grt_max_degree = 33
grt_pass1_wl_um = 15700
grtUsageTotal_pct = 16.9

[pwr]
p_total_uw = 1650
max-vdd-ir-drop_mv = 0.222
p_leak_uw = 0.00186
p_per_area_nw_per_um2 = 300

[placed_design]
port_buffers = 30
gp_congestion = 0.809
hpwl_um = 6480

[outcome]
outcome = complete, no violations
-- area by class of cell --
cell class | instances | area (sq um) | area share [%]
clock buffers | 13 | 304 | 5.55
well taps | 143 | 179 | 3.26
inverters | 24 | 90.1 | 1.64
repair buffers | 36 | 345 | 6.30
flip-flops and latches | 84 | 2160 | 39.4
clock inverters | 3 | 45.0 | 0.822
multi-input cells | 360 | 2360 | 43.0
-- per-layer routing --
metal	vias up	track usage, %	wire length [um]
met2	67	25.4	4330
met5	-	0	0
met3	6	3.38	338
met1	1752	27.1	4790
met4	0	2.00	97
li1	1879	-	-
-- where the power goes --
part / internal, uW / leakage (uW) / switching (uW)
Combinational: 52.3 / 0.000906 / 59.1
Sequential: 759 / 0.000780 / 54.7
Clock: 462 / 0.000172 / 260
-- critical path: stages, from the launching register on --
cell and delay, ns:
dfxtp_1 0.39, inv_1 0.09, ha_1 0.26, a22oi_1 0.16
nand2_1 0.08, mux2i_1 0.40, inv_1 0.19, ha_1 0.24
or3_1 0.35, o21ai_0 0.07, clkdlybuf4s50_1 0.48
-- how the worst max path moves through the flow --
stage	startpoint	endpoint	slack [ns]
CTS	ss.select_digit_reg[0]	sev[4]	1.11
global route	ss.select_digit_reg[0]	sev[4]	0.87
finish	ss.select_digit_reg[0]	sev[4]	1.11
-- per-stage QoR --
stage / setup slack (ns) / utilization [%] / hold slack, ns / area [sq um] / instances
floorplan: 2.25 / - / 0.435 / 4660 / 482
global placement: 1.61 / 45.2 / 0.452 / 5130 / 647
detailed placement: 1.49 / 45.2 / 0.454 / 5130 / 647
CTS: 1.11 / 48.2 / 0.467 / 5480 / 663
global route: 0.868 / 48.2 / 0.503 / 5480 / 663
finish: 1.11 / 48.2 / 0.466 / 5480 / 663
-- synth_stat cells, types with 2 or more instances --
| master | count | share of area (%) |
|---|---|---|
| o311ai_0 | 2 | 0.38 |
| or2_2 | 2 | 0.27 |
| nand2_1 | 31 | 2.5 |
| and4_1 | 4 | 0.75 |
| o22ai_1 | 4 | 0.54 |
| mux2_2 | 3 | 0.72 |
| ha_1 | 13 | 3.5 |
| nor2b_1 | 4 | 0.54 |
| xnor2_1 | 38 | 7.1 |
| clkbuf_1 | 9 | 0.72 |
| nor2_1 | 40 | 3.2 |
| edfxtp_1 | 48 | 31 |
| nand3_1 | 35 | 3.8 |
| xor2_1 | 8 | 1.5 |
| dfxtp_1 | 36 | 15 |
| a21oi_1 | 29 | 3.1 |
| o41ai_1 | 3 | 0.56 |
| nor3_1 | 8 | 0.86 |
| nor4_2 | 2 | 0.54 |
| a21o_1 | 2 | 0.32 |
| nand4_1 | 24 | 3.2 |
| o31ai_1 | 9 | 1.4 |
| or3_1 | 11 | 1.5 |
| a22oi_1 | 2 | 0.32 |
| inv_1 | 23 | 1.9 |
| a222oi_1 | 2 | 0.43 |
| nor4b_1 | 2 | 0.38 |
| o21ai_0 | 12 | 1.3 |
| a31o_2 | 3 | 0.56 |
| buf_2 | 5 | 0.54 |
| nor4_1 | 17 | 2.3 |
| mux2i_1 | 11 | 2.4 |
| or4_1 | 14 | 2.3 |
| and3_1 | 11 | 1.5 |
| nand4b_1 | 2 | 0.38 |
-- logic make-up (layout without fill, tap and decap cells) --
family	Yosys count	in the layout	share of synthesized area (%)
AND-OR/OR-AND	72	72	9.69
XOR/XNOR	46	46	8.64
adder cells (fa/ha/maj)	13	13	3.49
buffers and inverters	38	76	3.19
flip-flops	84	84	46.4
multiplexers	14	14	3.09
AND/OR/NAND/NOR	215	215	25.5
No activity file was given, so power comes from the tool's default toggle rates.
